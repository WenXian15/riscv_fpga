**design/flow/design.v**
```verilog
module peripherals
(
  input enable,
  input [7:0] address,
  input [31:0] data_in,
  output reg [31:0] data_out,
  input  write_enable,
  input  raw_clk,
  output speaker_p,
  output speaker_m,
  output ioport_0,
  output ioport_1,
  output ioport_2,
  output ioport_3,
  input  button_0,
  input  reset,
  output spi_clk,
  output spi_mosi,
  input  spi_miso,
  output uart_tx_0,
  input  uart_rx_0
);
reg [7:0] storage [3:0];
reg [15:0] speaker_value_high;
reg [15:0] speaker_value_curr;
reg [7:0]  buttons;
reg speaker_toggle;
reg speaker_value_p;
reg speaker_value_m;
assign speaker_p = speaker_value_p;
assign speaker_m = speaker_value_m;
reg [7:0] ioport_a = 0;
assign ioport_0 = ioport_a[0];
reg [7:0] ioport_b = 0;  
assign ioport_1 = ioport_b[0];
assign ioport_2 = ioport_b[1];
assign ioport_3 = ioport_b[2];
wire [7:0] spi_rx_buffer;
reg  [15:0] spi_tx_buffer;
wire spi_busy;
reg spi_start;
reg spi_width_16;
wire tx_busy;
reg  tx_strobe = 0;
reg  [7:0] tx_data;
wire [7:0] rx_data;
wire rx_ready;
reg  rx_ready_clear = 0;
always @(button_0) begin
  buttons = { 7'b0, ~button_0 };
end
always @(posedge raw_clk) begin
  if (speaker_value_high == 16'b0) begin
    speaker_value_curr <= 0;
    speaker_value_p <= 0;
    speaker_value_m <= 0;
  end else begin
    speaker_value_curr <= speaker_value_curr + 1'b1;
    if (speaker_value_curr == speaker_value_high) begin
      speaker_value_curr <= 0;
      speaker_toggle <= ~speaker_toggle;
      speaker_value_p <= speaker_toggle;
      speaker_value_m <= ~speaker_toggle;
    end
  end
end
always @(posedge raw_clk) begin
  if (reset) speaker_value_high <= 0;
  if (write_enable) begin
    case (address[7:2])
      5'h1: spi_tx_buffer <= data_in;
      5'h3:
        begin
          if (data_in[1] == 1) spi_start <= 1;
          spi_width_16 <= data_in[2];
        end
      5'h8: ioport_a <= data_in;
      5'h9:
        begin
          case (data_in[7:0])
            60: speaker_value_high <= 45866;  
            61: speaker_value_high <= 43293;  
            62: speaker_value_high <= 40863;  
            63: speaker_value_high <= 38569;  
            64: speaker_value_high <= 36404;  
            65: speaker_value_high <= 34361;  
            66: speaker_value_high <= 32433;  
            67: speaker_value_high <= 30612;  
            68: speaker_value_high <= 28894;  
            69: speaker_value_high <= 27272;  
            70: speaker_value_high <= 25742;  
            71: speaker_value_high <= 24297;  
            72: speaker_value_high <= 22933;  
            73: speaker_value_high <= 21646;  
            74: speaker_value_high <= 20431;  
            75: speaker_value_high <= 19284;  
            76: speaker_value_high <= 18202;  
            77: speaker_value_high <= 17180;  
            78: speaker_value_high <= 16216;  
            79: speaker_value_high <= 15306;  
            80: speaker_value_high <= 14447;  
            81: speaker_value_high <= 13636;  
            82: speaker_value_high <= 12870;  
            83: speaker_value_high <= 12148;  
            84: speaker_value_high <= 11466;  
            85: speaker_value_high <= 10823;  
            86: speaker_value_high <= 10215;  
            87: speaker_value_high <= 9642;   
            88: speaker_value_high <= 9101;   
            89: speaker_value_high <= 8590;   
            90: speaker_value_high <= 8108;   
            91: speaker_value_high <= 7653;   
            92: speaker_value_high <= 7223;   
            93: speaker_value_high <= 6818;   
            94: speaker_value_high <= 6435;   
            95: speaker_value_high <= 6074;   
            96: speaker_value_high <= 5733;   
            default: speaker_value_high <= 0;
          endcase
        end
      5'ha: ioport_b <= data_in;
      5'he: begin tx_data <= data_in; tx_strobe <= 1; end
    endcase
  end else begin
    if (spi_start && spi_busy) spi_start <= 0;
    if (tx_strobe && tx_busy) tx_strobe <= 0;
    if (rx_ready_clear == 1) rx_ready_clear <= 0;
    if (enable) begin
      case (address[7:2])
        5'h0: data_out <= buttons;
        5'h1: data_out <= spi_tx_buffer;
        5'h2: data_out <= spi_rx_buffer;
        5'h3: data_out <= { 5'b00000, spi_width_16, 1'b0, spi_busy };
        5'h8: data_out <= ioport_a;
        5'ha: data_out <= ioport_b;
        5'hf: begin data_out <= rx_data; rx_ready_clear <= 1; end
        5'h10: data_out <= { rx_ready, tx_busy };
        default: data_out <= 0;
      endcase
    end
  end
end
spi spi_0
(
  .raw_clk  (raw_clk),
  .start    (spi_start),
  .width_16 (spi_width_16),
  .data_tx  (spi_tx_buffer),
  .data_rx  (spi_rx_buffer),
  .busy     (spi_busy),
  .sclk     (spi_clk),
  .mosi     (spi_mosi),
  .miso     (spi_miso)
);
uart uart_0
(       
  .raw_clk        (raw_clk),
  .tx_data        (tx_data),
  .tx_strobe      (tx_strobe),
  .tx_busy        (tx_busy),
  .tx_pin         (uart_tx_0),
  .rx_data        (rx_data),
  .rx_ready       (rx_ready),
  .rx_ready_clear (rx_ready_clear),
  .rx_pin         (uart_rx_0)
);
endmodule
module spi
(
  input  raw_clk,
  input  start,
  input  width_16,
  input  [15:0] data_tx,
  output [7:0] data_rx,
  output busy,
  output reg sclk,
  output reg mosi,
  input  miso
);
reg [7:0] rx_buffer;
reg [15:0] tx_buffer;
reg [4:0] count;
parameter STATE_IDLE    = 0;
parameter STATE_CLOCK_0 = 1;
parameter STATE_CLOCK_1 = 2;
parameter STATE_LAST    = 3;
reg [1:0] state = STATE_IDLE;
assign data_rx = rx_buffer;
assign busy = state != STATE_IDLE;
always @(posedge raw_clk) begin
  case (state)
    STATE_IDLE:
      begin
        if (start) begin
          if (width_16)
            tx_buffer <= data_tx;
          else
            tx_buffer[15:8] <= data_tx[7:0];
          state <= STATE_CLOCK_0;
          count <= 0;
        end else begin
          mosi <= 0;
        end
      end
    STATE_CLOCK_0:
      begin
        sclk <= 0;
        if (count != 0) rx_buffer <= { rx_buffer[6:0], miso };
        tx_buffer <= tx_buffer << 1;
        mosi <= tx_buffer[15];
        count <= count + 1;
        state <= STATE_CLOCK_1;
      end
    STATE_CLOCK_1:
      begin
        sclk <= 1;
        if (width_16 == 0 && count[3]) begin
          state <= STATE_LAST;
        end else if (width_16 == 1 && count[4]) begin
          state <= STATE_LAST;
        end else begin
          state <= STATE_CLOCK_0;
        end
      end
    STATE_LAST:
      begin
        sclk <= 0;
        rx_buffer <= { rx_buffer[6:0], miso };
        state <= STATE_IDLE;
      end
  endcase
end
endmodule
module uart
(
  input  raw_clk,
  input [7:0] tx_data,
  input  tx_strobe,
  output tx_busy,
  output reg tx_pin,
  output reg [7:0] rx_data,
  output rx_ready,
  input  rx_ready_clear,
  input  rx_pin
);
reg [3:0] tx_count;
reg [3:0] rx_count;
reg [9:0] rx_buffer;
reg [9:0] tx_buffer;
parameter STATE_IDLE         = 0;
parameter STATE_TX_NEXT_BIT  = 1;
parameter STATE_RX_BIT_FRONT = 1;
parameter STATE_RX_BIT_BACK  = 2;
reg [1:0] rx_state = STATE_IDLE;
reg [1:0] tx_state = STATE_IDLE;
assign tx_busy  = tx_state != STATE_IDLE;
reg  rx_ready_flag = 0;
assign rx_ready = rx_ready_flag;
reg [10:0] tx_divisor;
reg [9:0]  rx_divisor;
always @(posedge raw_clk) begin
  case (tx_state)
    STATE_IDLE:
      begin
        if (tx_strobe) begin
          tx_buffer[0]   <= 0;
          tx_buffer[8:1] <= tx_data;
          tx_buffer[9]   <= 1;
          tx_count   <= 0;
          tx_divisor <= 0;
          tx_state   <= STATE_TX_NEXT_BIT;
        end else begin
          tx_pin  <= 1;
        end
      end
    STATE_TX_NEXT_BIT:
      begin
        if (tx_divisor == 1249) begin
          tx_divisor <= 0;
          if (tx_count == 10) tx_state <= STATE_IDLE;
        end else begin
          tx_divisor <= tx_divisor + 1;
        end
        if (tx_divisor == 0) begin
          tx_pin   <= tx_buffer[tx_count];
          tx_count <= tx_count + 1;
        end
      end
  endcase
end
always @(posedge raw_clk) begin
  if (rx_ready_clear) rx_ready_flag <= 0;
  case (rx_state)
    STATE_IDLE:
      begin
        if (rx_pin == 0) begin
          rx_divisor <= 0;
          rx_count   <= 0;
          rx_state   <= STATE_RX_BIT_FRONT;
        end
      end
    STATE_RX_BIT_FRONT:
      begin
        if (rx_divisor == 624) begin
          rx_divisor <= 0;
          rx_state <= STATE_RX_BIT_BACK;
        end else begin
          rx_divisor <= rx_divisor + 1;
        end
      end
    STATE_RX_BIT_BACK:
      begin
        if (rx_divisor == 624) begin
          rx_divisor <= 0;
          if (rx_count == 10) begin
            if (rx_buffer[9] == 1) begin
              rx_data <= rx_buffer[8:1];
              rx_ready_flag <= 1;
            end
            rx_state <= STATE_IDLE;
          end else begin
            rx_state <= STATE_RX_BIT_FRONT;
          end
        end else begin
          rx_divisor <= rx_divisor + 1;
        end
        if (rx_divisor == 0) begin
          rx_buffer[rx_count] <= rx_pin;
          rx_count <= rx_count + 1;
        end
      end
  endcase
end
endmodule
```
**design/flow/run.sh**
```bash
#!/bin/bash
# OpenROAD 26Q1-2900-gdf79404cd8, Yosys 0.63+post, stock flow scripts
make -C /OpenROAD-flow-scripts/flow DESIGN_CONFIG=/design/flow/config.mk WORK_HOME=/design/flow/orfs finish
```
**design/flow/config.mk**
```make
export PLATFORM = sky130hd
export DESIGN_NAME = peripherals
export DESIGN_NICKNAME = peripherals
export VERILOG_FILES = /design/flow/design.v
export SDC_FILE = /design/flow/constraint.sdc
export NUM_CORES = 4
export LEC_CHECK = 1
export CORE_UTILIZATION = 30
```
**design/flow/constraint.sdc**
```tcl
current_design peripherals

set clk_period 3.0
set clk_io_pct 0.2

create_clock -name clk0 -period $clk_period [get_ports {raw_clk}]

set non_clock_inputs [all_inputs -no_clocks]
set_input_delay [expr $clk_period * $clk_io_pct] -clock clk0 $non_clock_inputs
set_output_delay [expr $clk_period * $clk_io_pct] -clock clk0 [all_outputs]
```
==> impl_metrics.env <==
# yosys + openroad results
export IMPL_routabilityCongestion=0.901
export IMPL_timing_rr_start="uart_0.rx_count[0]"
export IMPL_cts_hold_buffers=0
export IMPL_slew_viol_final=0
export IMPL_status="finished, final reports clean"
export IMPL_hold_start="tx_data[3]"
export IMPL_h_tree_depth=4
export IMPL_synth_area_per_cell_um2=11.3
export IMPL_drc_errors=0
export IMPL_fin_cells=1285
export IMPL_place_ws_ns=0.116
export IMPL_n_antenna_cell=0
export IMPL_cts_tree="yes"
export IMPL_hold_viol_final=0
export IMPL_warnings=65
export IMPL_yosysUniqueCellTypes=71
export IMPL_setup_viol=0
export IMPL_met1_usage_pct=18.8
export IMPL_reg2reg_slack_ns=0.82
export IMPL_startpoint_type="input pin"
export IMPL_crit_chain="clkdlybuf4s50_1 > or4b_1 > nor4_4 > and3_1 > o21ai_1 > o211ai_1"
export IMPL_rows=63
export IMPL_fp_util_pct=30.7
export IMPL_min_path_type="reg -> reg"
export IMPL_die_h_um=177
export IMPL_timing_fmax_ghz=0.410
export IMPL_finalSetupTns_ns=0
export IMPL_syn_to_final_growth_pct=18.1
export IMPL_dpl_hpwl_mm=13.7
export IMPL_ir_drop_uv=365
export IMPL_met2_usage_pct=19.5
export IMPL_cts_resized=0
export IMPL_synthCells=813
export IMPL_fin_skew_ns=0.0187
export IMPL_critPathRequiredTime_ns=3.34
export IMPL_rr_worst_depth=7
export IMPL_dieArea_um2=31300
export IMPL_synth_top_cell_by_area="edfxtp_1"
export IMPL_yosys_area_um2=9170
export IMPL_power_density_nw_per_um2=652
export IMPL_cp_slowest_cell="or4b_1"
export IMPL_cp_max_fo=7
export IMPL_r2r_end="uart_0.rx_buffer[4]"
export IMPL_antenna_found_initial=0
export IMPL_cp_arrival_ns=2.78
export IMPL_clock_latency_ns=0.43
export IMPL_yosysTopAreaCellShare_pct=49.8
export IMPL_vias=6175
export IMPL_numPortBuffers=53
export IMPL_cts_buffers=17
export IMPL_cts_buffer_depth=2
export IMPL_leakage_nw=3.95
export IMPL_holdPathEnd="uart_0.tx_buffer[4]"
export IMPL_fin_ws_ns=0.563
export IMPL_grt_max_degree=39
export IMPL_top_usage_layer="met2"
export IMPL_edf_count=152
export IMPL_ant_nets=0
export IMPL_rsz0062_at_grt="false"
export IMPL_grt_overflow=0
export IMPL_min_period_ns=2.44
export IMPL_max_slew_margin_rel_pct=55.7
export IMPL_hold_depth=0
export IMPL_slowest_delay_ns=0.72
export IMPL_avgRoutedWirePerCell_um=14.7
export IMPL_synthTopCellsByArea="edfxtp_1, dfxtp_1, ha_1, nor2_1, xnor2_1"
export IMPL_die_w_um=177
export IMPL_use_met3_pct=4.58
export IMPL_clock_sinks=187
export IMPL_dr_pass1_iters=5
export IMPL_cts_root_buffer="clkbuf_16"
export IMPL_holdWs_ns=0.420
export IMPL_core_um2=29900
export IMPL_grt_pass1_wl_mm=30.7
export IMPL_seq_area_frac_synth_pct=57.4
export IMPL_post_place_cells=1253
export IMPL_worst_slew_pin_slew_ns=0.662
export IMPL_maxCapViolCount=0
export IMPL_ys_flop_type="edfxtp_1"
export IMPL_timing_final_crit_share_pct=81.2
export IMPL_yosys_cells=813
export IMPL_track_usage_pct=13.0
export IMPL_grt_pass1_vias=5916
export IMPL_vias_per_cell=4.81
export IMPL_drt_initial_drc_count=338
export IMPL_setup_worst_path_class="in -> reg"
export IMPL_syn_cell_area_um2=9170
export IMPL_clk_pin_slew_ns=0.07
export IMPL_num_io_pins=88
export IMPL_yosysWarnings=3
export IMPL_ys_flops=187
export IMPL_post_cts_buffers=0
export IMPL_drive_above_1_share_pct=9.50
export IMPL_crit_path_end_kind="flop"
export IMPL_wl_mm=19.0
export IMPL_synthArstFlopShare_pct=0
[worst max-delay path, delay by kind of cell]
kind	cells	cell delay (ns)
and+or+nand+nor	3	1.51
buffers and inverters	1	0.47
AOI/OAI and AO/OA	2	0.19
[power breakdown]
group	switching (mW)	leakage (nW)	internal [mW]
registers	0.256	1.74	3.36
logic	0.785	1.93	0.519
clock network	1.01	0.284	1.13
total	2.06	3.95	5.00
[logic make-up after synthesis]
| kind of cell | Yosys count | share of synthesized area [%] |
|---|---|---|
| simple gates | 297 | 16.0 |
| buf+inv | 86 | 4.24 |
| xor+xnor | 55 | 5.25 |
| fa+ha+maj | 31 | 4.23 |
| other cells | 1 | 0.0409 |
| flops | 187 | 57.4 |
| compound gates | 135 | 10.0 |
| mux | 21 | 2.77 |
[cell type report]
| cell class | count | area (µm²) |
|---|---|---|
| clock buffer | 19 | 443 |
| clock inverter | 13 | 133 |
| fill | 2832 | 19000 |
| inverter | 38 | 143 |
| multi-input combinational | 555 | 3580 |
| sequential | 187 | 5270 |
| tap | 390 | 488 |
| timing repair buffer | 83 | 781 |
[stage by stage]
stage,instance area (µm²),total power [mW],utilization [%]
4_1_cts,10800,7.15,36.2
2_1_floorplan,9220,4.53,-
5_1_grt,10800,7.47,36.2
3_3_place_gp,10300,4.97,34.3
6_report,10800,7.06,36.2
3_5_place_dp,10300,4.97,34.3
[how the worst max path moves through the flow]
stage | from | end | slack, ns | cells after the start
6_report | address[4] | speaker_value_high[5] | 0.56 | 6
5_1_grt | address[4] | speaker_value_high[5] | 0.48 | 6
4_1_cts | address[4] | speaker_value_high[5] | 0.57 | 6
[synth_stat cells (20+ instances only)]
cell type	n
a21oi_1	24
inv_1	34
edfxtp_1	152
clkbuf_1	27
nand3_1	21
xnor2_1	35
o21ai_0	33
ha_1	31
nor2_1	88
nand2_1	74
xor2_1	20
dfxtp_1	35
[flip-flops by register name (all words and copies together), names as in the netlist, 5 cells and up]
register	flops
tx_data	8
speaker_value_curr	16
uart_0.rx_buffer	9
data_out	16
uart_0.tx_buffer	8
speaker_value_high	16
uart_0.rx_data	8
spi_0.rx_buffer	8
ioport_a	8
ioport_b	8
uart_0.tx_divisor	11
uart_0.rx_divisor	10
spi_0.count	5
spi_tx_buffer	16
spi_0.tx_buffer	16
[routing by layer]
metal  share of wire [%]  vias up
met2                  46      197
met1                  45     2888
met5                   0        -
met3                 6.9       17
met4                 2.0        0
li1                    -     3073
[layout by cell type, fill, tap and decap left out, types with 15 or more instances in the layout]
cell	n
xor2_1	20
nand3_1	21
nor3_1	15
nor2_1	88
buf_4	28
dfxtp_1	35
clkbuf_16	17
ha_1	31
xnor2_1	35
inv_1	34
a21oi_1	24
clkdlybuf4s50_1	53
nand2_1	74
edfxtp_1	152
o21ai_0	33
conb_1	16
and3_1	19
Power is estimated from default activity; no workload was simulated.
