==> design/flow/design.v <==
module mandelbrot
(
  input  raw_clk,
  input  start,
  input  [15:0] curr_r,
  input  [15:0] curr_i,
  output [3:0]  result,
  output busy
);
reg is_running = 0;
reg [1:0] state = 0;
reg signed [15:0] zr;
reg signed [15:0] zi;
reg signed [31:0] zr2;
reg signed [31:0] zi2;
reg signed [15:0] tr;
reg signed [31:0] ti;
reg [3:0] count;
assign result = count;
assign busy = is_running;
parameter STATE_IDLE         = 0;
parameter STATE_START        = 1;
parameter STATE_CHECK_SQUARE = 2;
parameter STATE_LAST         = 3;
always @(posedge raw_clk) begin
  case (state)
    STATE_IDLE:
      begin
        if (start) begin
          is_running <= 1;
          zr <= curr_r;
          zi <= curr_i;
          state <= STATE_START;
          count <= 15;
        end else begin
          is_running <= 0;
        end
      end
    STATE_START:
      begin
        zr2 <= (zr * zr) >> 10;
        zi2 <= (zi * zi) >> 10;
        state <= STATE_CHECK_SQUARE;
      end
    STATE_CHECK_SQUARE:
      begin
        if ((zr2[15:0] + zi2[15:0]) >= (4 << 10)) begin
          state <= STATE_IDLE;
        end else begin
          tr <= zr2[15:0] - zi2[15:0];
          ti <= (zr * zi) >> 9;
          state = STATE_LAST;
        end
      end
    STATE_LAST:
      begin
        if (count == 0) begin
          state <= STATE_IDLE;
        end else begin
          zr <= tr + curr_r;
          zi <= ti[15:0] + curr_i;
          state <= STATE_START;
          count <= count - 1;
        end
      end
  endcase
end
endmodule
==> design/flow/run.sh <==
#!/bin/bash
# OpenROAD 26Q1-2900-gdf79404cd8, Yosys 0.63+post, stock flow scripts
make -C /OpenROAD-flow-scripts/flow DESIGN_CONFIG=/design/flow/config.mk WORK_HOME=/design/flow/orfs finish
==> design/flow/config.mk <==
export PLATFORM = sky130hd
export DESIGN_NAME = mandelbrot
export DESIGN_NICKNAME = mandelbrot
export VERILOG_FILES = /design/flow/design.v
export SDC_FILE = /design/flow/constraint.sdc
export NUM_CORES = 4
export LEC_CHECK = 1
export CORE_UTILIZATION = 30
==> design/flow/constraint.sdc <==
current_design mandelbrot

set clk_period 8.8
set clk_io_pct 0.2

create_clock -name clk0 -period $clk_period [get_ports {raw_clk}]

set non_clock_inputs [all_inputs -no_clocks]
set_input_delay [expr $clk_period * $clk_io_pct] -clock clk0 $non_clock_inputs
set_output_delay [expr $clk_period * $clk_io_pct] -clock clk0 [all_outputs]
==> flow_summary.json <==
{
  "compound_area_frac": 0.0551,
  "chipArea_um2": 94300,
  "htreeDepth": 3,
  "cts.sink_count": 103,
  "drc": 0,
  "drtAntennaViolNets": 0,
  "grt_overflow": 0,
  "cts.repair.resized": 0,
  "worst_clock_skew_ns": 0.0139,
  "cts.clk_slew.worst_paths_ns": 0.09,
  "yosys.cell_types.count": 60,
  "dp.cells": 4223,
  "synth_area_per_cell_um2": 9.30,
  "clock_latency_ns": 0.40,
  "drv_slew": 0,
  "crit_type": "reg -> reg",
  "viasPerCell": 4.36,
  "pin_count": 39,
  "critPathBufInv": 7,
  "syn-cell-area_um2": 27900,
  "core_um2": 91900,
  "worstPathArrival_ns": 6.99,
  "avgRoutedWirePerCell_um": 13.8,
  "synth-xor-area-share": 0.0427,
  "dp_hpwl_um": 47300,
  "stdcell_count": 4239,
  "dr_total_vias": 18500,
  "status": "complete, no violations",
  "synth_adder_area_share": 0.537,
  "synthFlopType": "edfxtp_1",
  "antenna_found_initial": 0,
  "firstDrtPassIters": 4,
  "die_h_um": 307,
  "cp_cell_sequence": "buf_4 > and2_1 > inv_1 > fa_1 > inv_1 > fa_1 > inv_1 > fa_1 > inv_1 > fa_1 > fa_1 > inv_1 > fa_1 > inv_1 > ha_1 > o21a_1 > o21ai_0 > a211oi_1 > o31ai_2 > o211ai_1 > a31o_2 > a21oi_1 > xnor2_1",
  "synthTopLogicFamily": "adder cells",
  "start_kind": "flip-flop",
  "fin_setup_tns_ns": 0,
  "root_buffer": "clkbuf_16",
  "enable_flop_cells": 103,
  "setup_viol": 0,
  "ys_seq_share": 0.111,
  "cpPeakStageDelay_ns": 0.68,
  "area_delta_synth_final_pct": 7.74,
  "fp-utilization": 0.304,
  "cts_buffer_depth": 2,
  "cts_buffers": 9,
  "place_congestion": 0.877,
  "layout-drive-gt1-share": 0.0304,
  "ys.flops": 103,
  "cts_hold_buf": 0,
  "mux_share": 0.00161,
  "rsz0062_at_grt": "no",
  "fill_cells": 9535,
  "log.warning_count": 46,
  "synth_chip_area_um2": 27900,
  "required_ns": 8.93,
  "clock.fmax_ghz": 0.146,
  "ys_cells": 3003,
  "wl_um": 58500,
  "die_w_um": 307,
  "grt_pass1_wl_um": 99400,
  "min_period_ns": 6.86,
  "cp_slowest_cell": "edfxtp_1",
  "synth_cells": 3003,
  "synthArstFlopShare": 0,
  "antenna_cells": 0,
  "endpoint_kind": "flip-flop",
  "cap_violations": 0,
  "grt_pass1_vias": 19200,
  "drt_first_iter_violations": 620,
  "critPathTopFamily": "adder cells",
  "post-route-period-util": 0.779,
  "ys_sh_simple": 0.123,
  "finalHoldViolCount": 0,
  "cp_max_fo": 19,
  "cts_tree": "done",
  "grt_max_degree": 55,
  "hold_path.class": "reg -> reg",
  "cts_setup_buffers": 0,
  "rows": 111,
  "grt_use_total": 0.140,
  "yosys_warnings": 1,
  "relSlewSlack": 0.450,
  "worst_slew_pin_slew_ns": 0.824,
  "io_buffer_count": 38
}
==> layout make-up <==
type,count,area (um2),share of cell area
clock inverters,6,57.6,0.00191
multi-input cells,1936,21200,0.705
well taps,1243,1560,0.0517
repair buffers,80,696,0.0231
clock buffers,10,229,0.00761
inverters,861,3230,0.107
flip-flops and latches,103,3090,0.103
==> synth_stat cells (7+ instances only) <==
| cell | instances | area [um2] |
|---|---|---|
| a211oi_1 | 12 | 90.1 |
| a21o_1 | 22 | 165 |
| a21oi_1 | 44 | 220 |
| a31o_2 | 9 | 78.8 |
| a31oi_1 | 12 | 75.1 |
| and2_1 | 182 | 1140 |
| and3_1 | 22 | 138 |
| clkbuf_1 | 100 | 375 |
| edfxtp_1 | 103 | 3090 |
| fa_1 | 571 | 11400 |
| ha_1 | 285 | 3570 |
| inv_1 | 860 | 3230 |
| nand2_1 | 303 | 1140 |
| nand2b_1 | 14 | 87.6 |
| nand3_1 | 16 | 80.1 |
| nand4_1 | 7 | 43.8 |
| nor2_1 | 103 | 387 |
| nor2b_1 | 12 | 75.1 |
| nor3_1 | 26 | 130 |
| o21a_1 | 8 | 60.1 |
| o21ai_0 | 55 | 275 |
| o31ai_1 | 10 | 75.1 |
| or3_1 | 13 | 81.3 |
| xnor2_1 | 103 | 902 |
| xor2_1 | 33 | 289 |
==> worst register-to-register path: stages (launching register included) <==
cell and delay (ns):
edfxtp_1 0.68, buf_4 0.37, and2_1 0.22, inv_1 0.06, fa_1 0.47, inv_1 0.05
fa_1 0.49, inv_1 0.05, fa_1 0.52, inv_1 0.05, fa_1 0.44, fa_1 0.49
inv_1 0.05, fa_1 0.47, inv_1 0.04, ha_1 0.31, o21a_1 0.11, o21ai_0 0.28
a211oi_1 0.13, o31ai_2 0.52, o211ai_1 0.24, a31o_2 0.29, a21oi_1 0.17, xnor2_1 0.09
==> state kept, by name (all words and copies together) (netlist names), 2 cells and up <==
signal and count:
zr2 16, ti 16, zi2 16, tr 16
zr 16, count 4, zi 16, state 2
==> stage by stage <==
step                      utilization  area [um2]  hold WS [ns]  setup slack [ns]
final                           0.327       30100         0.608              1.94
after global routing            0.327       30100         0.646              1.58
after CTS                       0.327       30100         0.615              1.97
after detailed placement        0.324       29800         0.596              2.03
after global placement          0.324       29800         0.592              2.15
after floorplan                     -       27900         0.545              2.65
==> layer usage <==
metal  GRT usage  routed length, um
met3      0.0485               4490
met5           0                  0
met4      0.0167                954
met1       0.198              25500
met2       0.219              27600
==> cell families after synthesis <==
| logic type | count (synthesis) |
|---|---|
| AOI/OAI and AO/OA | 222 |
| xor gates and xnor gates | 136 |
| adders and majority gates | 856 |
| buffers and inverters | 964 |
| DFF | 103 |
| muxes | 4 |
| and+or+nand+nor | 718 |
==> cells in the final DEF (no fill, tap or decap), types with 22 or more instances in the layout <==
| cell | Yosys | routed |
|---|---|---|
| inv_1 | 860 | 860 |
| fa_1 | 571 | 571 |
| nand2_1 | 303 | 302 |
| ha_1 | 285 | 285 |
| and2_1 | 182 | 182 |
| xnor2_1 | 103 | 103 |
| edfxtp_1 | 103 | 103 |
| nor2_1 | 103 | 102 |
| o21ai_0 | 55 | 55 |
| a21oi_1 | 44 | 44 |
| buf_4 | 0 | 42 |
| clkdlybuf4s50_1 | 0 | 38 |
| xor2_1 | 33 | 33 |
| nor3_1 | 26 | 26 |
| and3_1 | 22 | 22 |
==> path summary, 6_finish.rpt <==
| kind | cells after the start | slack (ns) | startpoint | end |
|---|---|---|---|---|
| worst max-delay path | 23 | 1.94 | zi[5] | zi2[15] |
| worst max register to register | 23 | 1.94 | zi[5] | zi2[15] |
| worst min-delay path | 1 | 0.61 | count[0] | count[0] |
| worst min register to register | 1 | 0.61 | count[0] | count[0] |
